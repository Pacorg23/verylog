`./design.v`:
```
module FF8bit(Din,clk,clear,enable,Q);
input [7:0]Din;
input clk,clear,enable;
output reg [7:0] Q;
always@(posedge clk)
if(enable)
begin
if(clear)
Q<=0;
else
Q<=Din;
end
endmodule
```
`./run.sh`:
```
#!/bin/bash
# OpenROAD 26Q1-2900-gdf79404cd8, Yosys 0.63+post, stock flow scripts
make -C /OpenROAD-flow-scripts/flow DESIGN_CONFIG=/design/flow/config.mk WORK_HOME=/design/flow/orfs finish
```
`./config.mk`:
```
export PLATFORM = sky130hd
export DESIGN_NAME = FF8bit
export DESIGN_NICKNAME = FF8bit
export VERILOG_FILES = /design/flow/design.v
export SDC_FILE = /design/flow/constraint.sdc
export NUM_CORES = 4
export LEC_CHECK = 1
export CORE_AREA = 10 10 70 70
export DIE_AREA = 0 0 80 80
```
`./constraint.sdc`:
```
current_design FF8bit

set clk_period 1.0
set clk_io_pct 0.2

create_clock -name clk0 -period $clk_period [get_ports {clk}]

set non_clock_inputs [all_inputs -no_clocks]
set_input_delay [expr $clk_period * $clk_io_pct] -clock clk0 $non_clock_inputs
set_output_delay [expr $clk_period * $clk_io_pct] -clock clk0 [all_outputs]
```
==> results.sh <==
# source this file to load flow results
export IMPL_netlist_instances=16
export IMPL_largest_register="Q"
export IMPL_antenna_found_initial=0
export IMPL_synth_area_um2=290
export IMPL_drv_slew=0
export IMPL_whs_path_depth=2
export IMPL_die_w_um=80
export IMPL_drc=0
export IMPL_cp_num_buf_inv=1
export IMPL_firstDrtPassIters=2
export IMPL_critical_path_depth=1
export IMPL_clk_path_buf_depth=2
export IMPL_ios=19
export IMPL_grt_usage=0.0253
export IMPL_drtIter0Drc=12
export IMPL_cts_tree="built"
export IMPL_diodes=0
export IMPL_largestRegisters="Q (8)"
export IMPL_placementRows=21
export IMPL_place_inst=81
export IMPL_finalSetupViolations=0
export IMPL_antenna_left=0
export IMPL_grt_pass1_wl_um=1200
export IMPL_ctsHoldBuffers=0
export IMPL_ys_cells=16
export IMPL_drv_cap=0
export IMPL_openroad_warnings=26
export IMPL_clk_pin_slew_ps=50
export IMPL_critical_path_arrival_ps=740
export IMPL_drive_gt1_frac=0.316
export IMPL_synth_area_yosys_um2=290
export IMPL_max_stage_delay_ps=360
export IMPL_period_used=0.939
export IMPL_grt_max_degree=9
export IMPL_hold_class="input port to register"
export IMPL_detail_route_wl_per_cell_um=9.62
export IMPL_cts_sinks=8
export IMPL_fin_util=0.152
export IMPL_syn2layout_area_growth_pct=78.4
export IMPL_status="complete, no violations"
export IMPL_initial_utilization=0.0850
export IMPL_vdd_drop_max_v=0.000442
export IMPL_setup_worst_path_end_class="output port"
export IMPL_grt_overflow=0
export IMPL_required_ps=800
export IMPL_final_instance_count_excl_fill=84
export IMPL_wirelength_um=808
export IMPL_die_area_um2=6400
export IMPL_ys_flops=8
export IMPL_port_buffers=18
export IMPL_design_core_area_um2=3420
export IMPL_synth_cell_types=2
export IMPL_largest_reg_flops=8
export IMPL_critPathTopFamily="flip-flops"
export IMPL_cp_max_fo=1
export IMPL_worst_setup_path_start_kind="register"
export IMPL_cts_inserted_buffers=3
export IMPL_total_leakage_power_nw=0.184
export IMPL_first_global_vias=211
export IMPL_place_congestion=0.685
export IMPL_period_needed_ps=939
export IMPL_synth_area_per_cell_um2=18.1
export IMPL_finalHoldViolCount=0
export IMPL_tightest_slew_ps=258
export IMPL_cpMaxStageDelayCell="edfxtp_1"
export IMPL_cts_root_buf="clkbuf_4"
export IMPL_h_tree_depth=1
export IMPL_num_vias=195
export IMPL_yosysWarnings=1
export IMPL_via_per_inst=2.32
export IMPL_die_y_um=80
export IMPL_crit_path_cell_trace="buf_2"
export IMPL_fmax_mhz=1060
export IMPL_post_cts_buffers=0
export IMPL_critical_path_class="register to output port"
export IMPL_power_density_nw_per_um2=1390
export IMPL_rsz0062_at_grt="false"
export IMPL_slew_headroom=0.827
export IMPL_synth_yosys_seq_area_share=0.828
==> cells by family (layout without fill, tap and decap cells) <==
kind of cell           count (synthesis)  count (layout)  share of synthesized area
AND/OR/NAND/NOR                        8               8                      0.172
buffers and inverters                  0              22                          0
flip-flops                             8               8                      0.828
==> per-layer routing <==
layer	GRT usage	up-vias	wire length, um
met1	0.0247	84	295
met3	0.0159	2	65
met5	0	-	0
met4	0.00880	0	6
met2	0.0425	8	441
li1	-	101	-
==> layout by cell type (no fill, tap or decap) <==
| cell type | count |
|---|---|
| clkbuf_2 | 3 |
| buf_4 | 1 |
| nor2b_1 | 8 |
| buf_2 | 5 |
| edfxtp_1 | 8 |
| clkdlybuf4s50_1 | 10 |
| clkbuf_4 | 3 |
==> area by class of cell <==
cell class	count	area, um^2
clock buffers	3	22.5
repair buffers	19	148
well taps	46	57.6
multi-input cells	8	50.0
flip-flops and latches	8	240
fillers	395	2900
==> synthesized netlist by cell type (all sizes together) <==
cell type | count | area share
nor2b | 8 | 0.17
edfxtp | 8 | 0.83
==> power by group <==
group	switching, mW	leakage, nW	internal, mW
logic	0.0238	0.0935	0.0596
clock network	0.0944	0.0138	0.136
registers	0.00624	0.0771	0.399
total	0.124	0.184	0.595
==> stage by stage <==
stage               area, um^2  worst slack [ps]  power (mW)  hold WS [ps]  setup TNS (ps)
global placement           536              -160       0.523           878           -2150
finish                     518              60.9       0.720           619               0
global route               518              20.8       0.753           632               0
detailed placement         536              -186       0.524           871           -2400
CTS                        533             -34.5       0.736           613           -34.5
floorplan                  290               446       0.416           312               0
==> what timing repair did <==
| action | CTS | global route |
|---|---|---|
| pin swaps | 0 | 0 |
| resized | 23 | 3 |
| endpoints found under the setup margin | 8 | 3 |
==> final timing paths <==
path               start                  to  slack, ps
max   Q[5]$_SDFFCE_PP0P_                Q[5]         60
min               Din[6]  Q[6]$_SDFFCE_PP0P_        620
Power figures rest on the tool's default switching activity, not on a simulated workload.
