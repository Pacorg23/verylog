### flow/run.sh
#!/bin/bash
# OpenROAD 26Q1-2900-gdf79404cd8, Yosys 0.63+post, stock flow scripts
make -C /OpenROAD-flow-scripts/flow DESIGN_CONFIG=/design/flow/config.mk WORK_HOME=/design/flow/orfs finish
### flow/config.mk
export PLATFORM = sky130hd
export DESIGN_NAME = cargarDato
export DESIGN_NICKNAME = cargarDato
export VERILOG_FILES = /design/flow/design.v
export SDC_FILE = /design/flow/constraint.sdc
export NUM_CORES = 4
export LEC_CHECK = 1
export CORE_AREA = 10 10 70 70
export DIE_AREA = 0 0 80 80
### flow/constraint.sdc
current_design cargarDato

set clk_period 1.8
set clk_io_pct 0.2

create_clock -name clk0 -period $clk_period [get_ports {clk}]

set non_clock_inputs [all_inputs -no_clocks]
set_input_delay [expr $clk_period * $clk_io_pct] -clock clk0 $non_clock_inputs
set_output_delay [expr $clk_period * $clk_io_pct] -clock clk0 [all_outputs]
### flow/design.v
module cargarDato(clk, enable, data, out);
input clk;
input enable;
input [13:0]data;
output reg [7:0] out;
always@(posedge clk) begin
if (enable) begin
case (data)
    14'b000001xxxxxxxx: out<=data[7:0];
endcase
end
end
endmodule
==> run notes <==
run metrics: H-tree levels 1, die height 80 um, ANT cells 0, area reported by Yosys stat 259 um^2, GRT Max-Usage Layer met2, DRC violations left 0, routed length per instance 9.98 um, Leakage 0.190 nW, vias per inst 2.26, Max Clock Freq 680 MHz, num rows 21, number of clock sinks 8, Starting DRT DRC Count 4, DRT antenna net count 0, Worst-Margin Slew 0.268 ns, hold_buf cts 0, Post-Syn Instances 11, Hold Crit Endpoint out[7], die area 6400 um^2, largest net degree at the start of global routing 9, Setup crit start kind input port, Crit path buffers/inverters 2, CP cell instances clkdlybuf4s50_1, nor4b_1, and3_1, buf_4, CTS Buf Count 3, Initial Utilization 0.0758, CTS tree built, buffers added on ports 23, WP data arrival 1.43 ns, Mapped Area 259 um^2, Tmin final 1.47 ns, Final Hold Vio Count 0, routability congestion estimate 0.666, Resized Gates After CTS 0, Slew Limit Headroom 0.819, Worst-path clk slew 0.05 ns, Min-Delay Path Class input port to register, CP Class input port to register, CP Depth 4, met2 GRT Util 0.0401, DR vias 190, initial antenna violation count 0, max-slew violations 0, Post CTS Setup Buffer Count 0, root buffer cell clkbuf_4, number of global-route vias before repair 231, maximum VDD drop 0.103 mV, Filler Cells Inserted 394, Crit Path Max Fanout 8, result of the run completed, CP top delay family buffers and inverters, first-pass GRT wire length 1.07 mm, # IOs 24, FF+latch area 240 um^2, post-route clock period utilization 0.817, setup repair after global routing missed its margin no, Max Cap Violations 0, share of layout cells above drive strength 1 0.105, Crit path largest cell delay 0.40 ns, Avg Inst Size Synth 23.5 um^2, Synth Register Bits 8, met1 usage 0.0206, worst hold start data[7], Total Wirelength 838 um, hold depth 1, Clock Tree Buf Depth 2, Final setup viols 0, final core utilization 0.169, iteration tally of the first detailed-router pass 2, grt total ovfl 0, largest registers out x8, sequential share of the synthesized area 0.928, Die W 80 um, yosys stat cell total 11, met3 Usage GRT 0.0216, GR Util All Layers 0.0244, setup TNS 0 ns, max reg flops 8, core area 3420 um^2, Top reg by flops out, Cell Pwr Density 638 nW/um^2, tally of OpenROAD warnings 25, YS warnings 1, CP endpoint kind register, synthesis-to-layout area growth 123%, CP max-delay cell clkdlybuf4s50_1, Netlist cell types 4, area occupied by multi-input gates 18.8 um^2, CP Data Required Time 1.76 ns
metrics by stage:
stage	setup slack [ns]	total power [mW]	cell area, um^2	cells	hold WS (ns)
after global placement	0.0447	0.246	554	81	0.921
after CTS	0.306	0.376	577	84	0.657
after floorplan	0.527	0.212	259	11	0.459
final	0.330	0.368	577	84	0.668
after global routing	0.259	0.387	577	84	0.656
after detailed placement	0.0477	0.246	554	81	0.918
logic make-up (layout without fill, tap and decap cells):
logic type,Yosys count,count (layout),synth area share
flops,8,8,0.928
buf+inv,0,27,0
simple gates,3,3,0.0725
cell usage in the layout (no fill, tap or decap):
master | netlist | layout
nor2_1 | 1 | 1
clkbuf_4 | 0 | 3
and3_1 | 1 | 1
edfxtp_1 | 8 | 8
clkdlybuf4s50_1 | 0 | 23
nor4b_1 | 1 | 1
buf_4 | 0 | 1
routing by layer:
layer / routed length (um) / vias to the layer above / part of all wire
met5: 0 / - / 0
met4: 7 / 0 / 0.0084
met3: 122 / 2 / 0.15
met2: 417 / 18 / 0.50
met1: 290 / 72 / 0.35
li1: - / 98 / -
final cells by class:
cell class,count,share of cell area
flip-flops and latches,8,0.416
repair buffers,24,0.412
well taps,46,0.0998
clock buffers,3,0.0390
multi-input cells,3,0.0325
synthesized netlist by cell type:
library cell,number,share of area
nor4b_1,1,0.034
and3_1,1,0.024
edfxtp_1,8,0.93
nor2_1,1,0.014
worst max path at each step:
stage | from | end
4_1_cts | data[9] | out[7]
5_1_grt | data[9] | out[6]
6_report | data[9] | out[7]
report_power, final:
part / switching (mW) / internal, mW
sequential: 0.000278 / 0.207
combinational: 0.00443 / 0.0306
clock: 0.0505 / 0.0756
Power figures rest on the tool's default switching activity, not on a simulated workload.
